`flow/design.v`:
```
`timescale 1ns / 1ps
module baud_tick_gen(
    input clk,
    input rst,
    output baud_tick
    );
    parameter BAUD_RATE = 9600;  
    localparam BAUD_COUNT = 100_000_000/(BAUD_RATE*16);  
    reg [$clog2(BAUD_COUNT)-1:0] count_reg, count_next;
    reg tick_reg, tick_next;
    assign baud_tick = tick_reg;
    always @(posedge clk or posedge rst) begin
        if(rst) begin
            tick_reg <=0;
            count_reg <=0;
        end else begin
            tick_reg <= tick_next;
            count_reg <= count_next;
        end
    end
    always @(*) begin
        tick_next = 1'b0;
        count_next = count_reg;
        if(count_next == BAUD_COUNT -1) begin
            tick_next = 1'b1;
            count_next = 0;
        end else begin
            tick_next= 1'b0;
            count_next=count_reg +1;
        end
    end
endmodule
`timescale 1ns / 1ps
module fifo (
    input  logic       clk,
    input  logic       reset,
    input  logic       we,
    input  logic       re,
    input  logic [7:0] wdata,
    output logic [7:0] rdata,
    output logic empty,
    output logic full
);
    logic [1:0] wptr, rptr;
    fifo_ram U_FIFO_RAM (
        .clk  (clk),
        .we   (!full & we),
        .wdata(wdata),
        .waddr(wptr),
        .raddr(rptr),
        .rdata(rdata)
    );
    fifo_CU U_FIFO_CU (.*);
endmodule
module fifo_ram (
    input  logic       clk,
    input  logic       we,
    input  logic [7:0] wdata,
    input  logic [1:0] waddr,
    input  logic [1:0] raddr,
    output logic [7:0] rdata
);
    logic [7:0] mem[0:3];
    always_ff @(posedge clk) begin
        if (we) begin
            mem[waddr] <= wdata;
        end
    end
    assign rdata = mem[raddr];
endmodule
module fifo_CU (
    input  logic       clk,
    input  logic       reset,
    input  logic       we,
    input  logic       re,
    output logic       empty,
    output logic       full,
    output logic [1:0] rptr,
    output logic [1:0] wptr
);
    logic [1:0] wptr_reg, wptr_next;
    logic [1:0] rptr_reg, rptr_next;
    logic empty_reg, empty_next;
    logic full_reg, full_next;
    assign wptr  = wptr_reg;
    assign rptr  = rptr_reg;
    assign empty = empty_reg;
    assign full  = full_reg;
    always_ff @(posedge clk or posedge reset) begin
        if (reset) begin
            wptr_reg  <= 0;
            rptr_reg  <= 0;
            empty_reg <= 1'b1;
            full_reg  <= 0;
        end else begin
            wptr_reg  <= wptr_next;
            rptr_reg  <= rptr_next;
            empty_reg <= empty_next;
            full_reg  <= full_next;
        end
    end
    logic [1:0] fifo_state;
    assign fifo_state = {we, re};
    localparam READ = 2'b01, WRITE = 2'b10, READ_WRITE = 2'b11;
    always_comb begin
        wptr_next  = wptr_reg;
        rptr_next  = rptr_reg;
        empty_next = empty_reg;
        full_next  = full_reg;
        case (fifo_state)
            READ: begin
                if (!empty_reg) begin
                    rptr_next = rptr_reg + 1;
                    full_next = 1'b0;
                    if (wptr_next == rptr_next) begin
                        empty_next = 1'b1;
                    end
                end
            end
            WRITE: begin
                if (!full_reg) begin
                    wptr_next  = wptr_reg + 1;
                    empty_next = 1'b0;
                    if (wptr_next == rptr_next) begin
                        full_next = 1'b1;
                    end
                end
            end
            READ_WRITE: begin
                if (full_reg) begin
                    rptr_next = rptr_reg + 1;
                    full_next = 1'b0;
                end else if (empty_reg) begin
                    wptr_next  = wptr_reg + 1;
                    empty_next = 1'b0;
                end else begin
                    rptr_next = rptr_reg + 1;
                    wptr_next = wptr_reg + 1;
                end
            end
        endcase
    end
endmodule
`timescale 1ns / 1ps
module rx(
    input clk,
    input rst,
    input rx,
    input tick,
    output [7:0] rx_data,
    output rx_done
    );
    parameter IDLE=0, START=1,DATA=2, STOP=3;
    reg [1:0] rx_state, rx_next;
    reg [7:0] rx_out_reg, rx_out_next;
    reg [3:0] tick_cnt_reg, tick_cnt_next;
    reg [3:0] data_cnt_reg, data_cnt_next;
    reg rx_done_reg, rx_done_next;
    always @(posedge clk or posedge rst) begin
        if (rst) begin
            rx_state <=0;
            rx_done_reg <=1'b0;
            rx_out_reg <=8'bx;
            data_cnt_reg <= 8'b0;
            tick_cnt_reg <= 8'b0;
        end else begin
            rx_state <= rx_next;
            rx_out_reg <= rx_out_next;
            data_cnt_reg <= data_cnt_next;
            rx_done_reg <= rx_done_next;
            tick_cnt_reg <= tick_cnt_next;
        end
    end
    assign rx_done=rx_done_reg;
    assign rx_data= rx_out_reg;
    always @(*) begin
        rx_out_next=rx_out_reg;
        rx_next=rx_state;
        data_cnt_next=data_cnt_reg;
        rx_done_next=1'b0;
        tick_cnt_next=tick_cnt_reg;
        case(rx_state)
            IDLE: begin
                rx_done_next=1'b0;
                if (!rx) begin
                    rx_next= START;
                end
            end
            START: begin
                if(tick) begin
                    if(tick_cnt_reg == 8-1) begin
                        tick_cnt_next =0;
                        rx_next=DATA;
                    end else begin
                        tick_cnt_next = tick_cnt_reg+1;
                    end
                end
            end
            DATA: begin
                if (tick) begin
                    if (tick_cnt_reg == 16-1) begin
                        rx_out_next[data_cnt_reg]=rx;
                        tick_cnt_next = 0;
                        if (data_cnt_reg < 8-1) begin
                            data_cnt_next= data_cnt_reg+1;
                            rx_next = DATA;
                        end else begin
                            data_cnt_next =0;
                            rx_next = STOP;
                        end
                    end else begin
                        tick_cnt_next = tick_cnt_reg+1;
                    end
                end
            end
            STOP: begin
                if(tick) begin
                    if(tick_cnt_next == 16-1) begin
                        rx_done_next = 1'b1;
                        tick_cnt_next=0;
                        rx_next=IDLE;
                    end else begin
                        tick_cnt_next=tick_cnt_reg+1;
                        rx_next=STOP;
                    end                
                end
            end
        endcase
    end
endmodule
module tx (
    input clk,
    input rst,
    input [7:0] i_data,
    input tick,
    input tx_start,
    output tx,
    output o_tx_done
);
    parameter IDLE = 4'h0, SEND = 4'h1, START = 4'h2, DATA = 4'h3, STOP = 4'h4;
    reg [2:0] state, next;
    reg tx_reg, tx_next;
    reg tx_done_reg, tx_done_next;
    reg [3:0] bit_count_reg, bit_count_next;
    reg [3:0] tick_count_reg, tick_count_next;
    reg [7:0] temp_data_reg, temp_data_next;
    assign tx = tx_reg;
    assign o_tx_done = tx_done_reg;
    always @(posedge clk, posedge rst) begin
        if (rst) begin
            state <= 0;
            tx_reg <= 1'b1;  
            tx_done_reg <= 0;
            bit_count_reg <= 0;   
            tick_count_reg <= 0;  
            temp_data_reg <=0;
        end else begin
            state <= next;
            tx_reg <= tx_next;
            tx_done_reg <= tx_done_next;
            bit_count_reg <= bit_count_next;
            tick_count_reg <= tick_count_next;
            temp_data_reg <= temp_data_next;
        end
    end
    always @(*) begin
        next = state;
        tx_next = tx_reg;
        tx_done_next = tx_done_reg;
        bit_count_next = bit_count_reg;
        tick_count_next = tick_count_reg;
        temp_data_next = temp_data_reg;
        case (state)
            IDLE: begin
                tx_next = 1'b1;
                tx_done_next = 1'b0;
                if (tx_start) begin
                    next = SEND;
                    temp_data_next=i_data;
                end
            end
            SEND: begin   
                if (tick == 1'b1) begin
                    next = START;
                end
            end
            START: begin
                tx_done_next = 1'b1;
                tx_next = 1'b0;
                if (tick == 1'b1) begin
                    if (tick_count_reg == 15) begin
                        bit_count_next = 1'b0;  
                        tick_count_next = 1'b0;
                        next = DATA;
                    end else begin
                        tick_count_next = tick_count_reg + 1;
                    end
                end
            end
            DATA: begin
                tx_next = temp_data_reg[bit_count_reg];
                if (tick == 1'b1) begin
                    if (tick_count_reg == 15) begin
                        tick_count_next = 0;
                        if (bit_count_reg == 7) begin
                            next = STOP;
                        end else begin
                            next = DATA;
                            bit_count_next = bit_count_reg + 1;
                        end
                    end else begin
                        tick_count_next = tick_count_reg + 1;
                    end
                end
            end
            STOP: begin
                tx_next = 1'b1;
                if (tick == 1'b1) begin
                    if (tick_count_reg == 15) begin
                        next = IDLE;
                        tick_count_next = 0;
                    end else begin
                        tick_count_next = tick_count_reg + 1;
                    end
                end
            end
        endcase
    end
endmodule
`timescale 1ns / 1ps
module uart_Periph (
    input  logic        PCLK,
    input  logic        PRESET,
    input  logic [ 3:0] PADDR,
    input  logic [31:0] PWDATA,
    input  logic        PWRITE,
    input  logic        PENABLE,
    input  logic        PSEL,
    output logic [31:0] PRDATA,
    output logic        PREADY,
    input  logic rx,
    output logic tx,
    output logic rx_done
);
    logic empty_TX, full_TX;
    logic empty_RX, full_RX;
    logic we_TX, re_RX;
    logic tick;
    logic [7:0] wdata_TX, rdata_TX;
    logic [7:0] wdata_RX, rdata_RX;
    logic o_tx_done;
    uart_SlaveIntf U_uart_Intf (
        .*,
        .USR({full_RX, empty_TX, full_TX, empty_RX}),
        .UWD(wdata_TX),
        .URD(rdata_RX)
    );
    fifo fifo_tx (
        .clk(PCLK),
        .reset(PRESET),
        .we(we_TX),
        .re(!empty_TX & !o_tx_done),
        .wdata(wdata_TX),
        .rdata(rdata_TX),
        .empty(empty_TX),
        .full(full_TX)
    );
    fifo fifo_rx (
        .clk(PCLK),
        .reset(PRESET),
        .we(rx_done),
        .re(re_RX),
        .wdata(wdata_RX),
        .rdata(rdata_RX),
        .empty(empty_RX),
        .full(full_RX)
    );
    rx RX (
        .*,
        .clk(PCLK),
        .rst(PRESET),
        .rx_data(wdata_RX)
    );
    tx TX (
        .*,
        .clk(PCLK),
        .rst(PRESET),
        .i_data(rdata_TX),
        .tx_start(!empty_TX)
    );
    baud_tick_gen U_BAUD_TICK_GEN (
        .clk(PCLK),
        .rst(PRESET),
        .baud_tick(tick)
    );
endmodule
module uart_SlaveIntf (
    input  logic        PCLK,
    input  logic        PRESET,
    input  logic [ 3:0] PADDR,
    input  logic [31:0] PWDATA,
    input  logic        PWRITE,
    input  logic        PENABLE,
    input  logic        PSEL,
    output logic [31:0] PRDATA,
    output logic        PREADY,
    input  logic [ 3:0] USR,
    output logic [ 7:0] UWD,
    input  logic [ 7:0] URD,
    output logic        we_TX,
    output logic        re_RX
);
    logic [31:0] slv_reg0, slv_reg1, slv_reg2, slv_reg3;
    logic [31:0] slv_reg1_next, slv_reg2_next;
    logic we_reg, we_next;
    logic re_reg, re_next;
    logic [31:0] PRDATA_reg, PRDATA_next;
    logic PREADY_reg, PREADY_next;
    assign we_TX = we_reg;
    assign re_RX = re_reg;
    typedef enum {
        IDLE,
        READ,
        WRITE
    } state_e;
    state_e state_reg, state_next;
    assign slv_reg0[3:0] = USR;
    assign ULS = slv_reg1;
    assign UWD = slv_reg2[7:0];
    assign slv_reg3[7:0] = URD;
    assign PRDATA = PRDATA_reg;
    assign PREADY = PREADY_reg;
    always_ff @(posedge PCLK, posedge PRESET) begin
        if (PRESET) begin
            slv_reg0[31:4] <= 0;   
            slv_reg1       <= 0;   
            slv_reg3[31:8] <= 0;
            slv_reg2       <= 0;
            state_reg      <= IDLE;
            we_reg         <= 0;
            re_reg         <= 0;
            PRDATA_reg     <= 32'bx;
            PREADY_reg     <= 1'b0;
        end else begin
            slv_reg1   <= slv_reg1_next;
            slv_reg2   <= slv_reg2_next;
            state_reg  <= state_next;
            we_reg     <= we_next;
            re_reg     <= re_next;
            PRDATA_reg <= PRDATA_next;
            PREADY_reg <= PREADY_next;
        end
    end
    always_comb begin
        state_next    = state_reg;
        slv_reg1_next = slv_reg1;
        slv_reg2_next = slv_reg2;
        we_next       = we_reg;
        re_next       = re_reg;
        PRDATA_next   = PRDATA_reg;
        PREADY_next   = PREADY_reg;
        case (state_reg)
            IDLE: begin
                PREADY_next = 1'b0;
                if (PSEL && PENABLE) begin
                    if (PWRITE) begin
                        state_next = WRITE;
                        we_next = 1'b1;
                        re_next = 1'b0;
                        PREADY_next = 1'b1;
                        case (PADDR[3:2])
                            2'd0: ;
                            2'd1: slv_reg1_next = PWDATA;
                            2'd2: begin
                                slv_reg2_next = PWDATA;
                            end
                            2'd3: ;
                        endcase
                    end else begin
                        state_next = READ;
                        PREADY_next = 1'b1;
                        we_next = 1'b0;
                        case (PADDR[3:2])
                            2'd0: begin
                                PRDATA_next = slv_reg0;
                                re_next = 1'b0;
                            end
                            2'd1: begin
                                PRDATA_next = slv_reg1;
                                re_next = 1'b0;
                            end
                            2'd2: begin
                                PRDATA_next = slv_reg2;
                                re_next = 1'b0;
                            end
                            2'd3: begin
                                PRDATA_next = slv_reg3;
                                re_next = 1'b1;
                            end
                        endcase
                    end
                end
            end
            READ: begin
                re_next = 1'b0;
                we_next = 1'b0;
                PREADY_next = 1'b0;
                state_next = IDLE;
            end
            WRITE: begin
                we_next = 1'b0;
                re_next = 1'b0;
                state_next = IDLE;
                PREADY_next = 1'b0;
            end
        endcase
    end
endmodule
```
`flow/run.sh`:
```
#!/bin/bash
# OpenROAD 26Q1-2900-gdf79404cd8, Yosys 0.63+post, stock flow scripts
make -C /OpenROAD-flow-scripts/flow DESIGN_CONFIG=/design/flow/config.mk WORK_HOME=/design/flow/orfs finish
```
`flow/config.mk`:
```
export PLATFORM = sky130hd
export DESIGN_NAME = uart_Periph
export DESIGN_NICKNAME = uart_Periph
export VERILOG_FILES = /design/flow/design.v
export SDC_FILE = /design/flow/constraint.sdc
export NUM_CORES = 4
export LEC_CHECK = 1
export CORE_UTILIZATION = 50
```
`flow/constraint.sdc`:
```
current_design uart_Periph

set clk_period 5.5
set clk_io_pct 0.2

create_clock -name clk0 -period $clk_period [get_ports {PCLK}]

set non_clock_inputs [all_inputs -no_clocks]
set_input_delay [expr $clk_period * $clk_io_pct] -clock clk0 $non_clock_inputs
set_output_delay [expr $clk_period * $clk_io_pct] -clock clk0 [all_outputs]
```
==> GITHUB_STEP_SUMMARY <==
## PnR job results

| Metric | Value |
|---|---|
| Initial antenna violation count | 2 |
| Synthesis Warnings | 7 |
| CTS Buf Count | 25 |
| Int Pwr | 0.00332 W |
| Late-Pin Clk Latency | 0.51 ns |
| Die Ht | 142 um |
| CP Data Arrival Time | 3.40 ns |
| Power share of the clock group | 0.363 |
| Total power density per cell area | 378 nW/um^2 |
| Buffers plus inverters on the worst setup path | 3 |
| Sequential fraction of the synthesis area | 0.631 |
| Sw power | 0.00105 W |
| Netlist Area Pre-Place | 9770 sq um |
| Post_cts resized | 0 |
| Min Tclk post-route | 2.97 ns |
| Switch share | 0.240 |
| Clock Path Buffers | 3 |
| Crit path required time | 5.93 ns |
| Placed standard-cell area | 10,800 sq um |
| Finished Cell Area | 11,600 sq um |
| Clk Tree Root Cell | clkbuf_16 |
| DRT iter0 DRCs | 272 |
| Area Overhead vs Synth | 18.3% |
| Combinational fraction of design power | 0.125 |
| Drt total wl | 18,800 um |
| Vias in the first global route | 6,021 |
| Max-Cap Viols | 0 |
| Max H-tree Level | 1 |
| Yosys chip area | 9770 sq um |
| Routed length per instance | 17.5 um |
| Place WS | 1.98 ns |
| Seq pwr share | 0.511 |
| HP Class | reg2reg |
| Final std cells w/o fill | 1,079 |
| Actual slew at the worst max-slew pin | 0.732 ns |
| Startpoint class of the critical path | input port |
| Clk slew on worst S/H paths | 0.06 ns |
| Largest net degree at the start of global routing | 135 |
| Critical path class | in2reg |
| # Post-CTS Setup Buffers | 0 |
| Most frequent cells in the layout | dfrtp_1, clkdlybuf4s50_1, nor2_1, mux2_1, edfxtp_1 |
| Final Hold Slack | 0.486 ns |
| Hold buffer count at CTS | 0 |
| Maximum vdd drop | 0.000216 V |
| Leakage | 4.76 nW |
| Slew Limit Fails | 0 |
| Setup-failing EPs final | 0 |
| Max_slew headroom | 0.510 |
| Chip area | 20,100 sq um |
| Global-route wire length before repair | 31,200 um |
| Drt pass-1 iters | 4 |
| Cells in synth_stat.txt | 722 |
| RSZ-0062 raised after global routing | no |
| CP Max Fanout | 39 |
| CTS tree | done |
| Crit-path max cell delay | 0.53 ns |
| Clock Sinks | 233 |
| Clock Skew | 0.0100 ns |
| CP max-delay cell | clkdlybuf4s50_1 |
| Total gr overflow | 0 |
| PortBufs | 74 |
| Ys async rst share | 0.725 |
| Worst setup margin | 2.53 ns |
| Final Wtd Congestion | 0.829 |
| Ys flop type | dfrtp_1 |
| Post-DRT Antenna Nets | 0 |
| Syn Area/Cell | 13.5 sq um |
| I/O pin cnt | 77 |
| Core ar. | 18,900 sq um |
| Crit-path cells | clkdlybuf4s50_1 -> nand3_1 -> or2_2 -> buf_4 -> inv_2 -> nand2_1 -> o21ai_1 |
| All-layer global routing usage | 0.213 |
| Final worst-path cycle share | 0.540 |
| Via count | 5,949 |
| Post-synth EDFFs | 64 |
| FP Core Util | 0.517 |
| Top delay family on crit path | buffers and inverters |
| Critical Path End Type | flip-flop |
| Status | complete, no violations |
| Placed cells | 1,033 |
| Highest-count logic cell in the final layout | dfrtp_1 |
| Post-DR vias/cell | 5.51 |
| Syn Inst Count | 722 |
| Setup TNS | 0 ns |
| DP HPWL | 12,100 um |
| OpenROAD warning count | 41 |
| Die X | 142 um |
| Yosys cell types | 48 |
| Layout cells sized above 1 | 0.114 |
| # rows | 50 |
| Fmax | 337 MHz |
| DRC Markers | 0 |
| Final hold violations | 0 |
| Post-synth regs | 233 |
[metal layers]
layer | global-route usage | routed length [um] | up-vias | part of all wire
li1 | - | - | 2792 | -
met1 | 0.332 | 8160 | 3010 | 0.43
met2 | 0.332 | 9290 | 117 | 0.49
met3 | 0.0547 | 1020 | 30 | 0.054
met4 | 0.0374 | 356 | 0 | 0.019
met5 | 0 | 0 | - | 0
[layout make-up]
class	instances	area, sq um
fillers	1444	7340
flip-flops and latches	233	6160
multi-input cells	440	3400
repair buffers	83	821
clock buffers	34	679
well taps	260	325
clock inverters	11	105
inverters	17	67.6
diodes	1	2.50
[worst paths after layout]
| kind | startpoint | end | slack [ns] | depth (start not counted) |
|---|---|---|---|---|
| min reg2reg | U_uart_Intf.slv_reg1[16] | U_uart_Intf.slv_reg1[16] | 0.49 | 1 |
| max reg2reg | U_uart_Intf.state_reg[0] | U_uart_Intf.PRDATA_reg[7] | 3.12 | 6 |
| max | PSEL | U_uart_Intf.PRDATA_reg[7] | 2.53 | 7 |
| max in group asynchronous | PRESET | TX.temp_data_reg[3] | 3.36 | 4 |
| min | U_uart_Intf.slv_reg1[16] | U_uart_Intf.slv_reg1[16] | 0.49 | 1 |
| min in group asynchronous | PRESET | U_uart_Intf.slv_reg2[10] | 1.07 | 3 |
[cells in the mapped netlist (13+ instances only)]
library cell | n | area share
mux2_2 | 13 | 0.015
a21oi_1 | 18 | 0.0092
nand3_1 | 23 | 0.012
inv_1 | 15 | 0.0058
a221oi_1 | 26 | 0.023
clkbuf_1 | 16 | 0.0062
xnor2_1 | 14 | 0.013
o21ai_0 | 21 | 0.011
nor2_1 | 70 | 0.027
ha_1 | 18 | 0.023
dfrtp_1 | 163 | 0.42
o21ai_1 | 19 | 0.0097
edfxtp_1 | 64 | 0.20
mux4_2 | 18 | 0.042
nand2_1 | 39 | 0.015
mux2_1 | 64 | 0.074
[cell families after synthesis]
logic type / Yosys count / synth area share
buffers and inverters: 49 / 0.0219
muxes: 106 / 0.142
AOI/OAI and AO/OA: 109 / 0.0741
xor gates and xnor gates: 22 / 0.0197
DFF: 233 / 0.631
adders and majority gates: 18 / 0.0231
and+or+nand+nor: 185 / 0.0890
[power by group through the flow]
| stage | Clock (W) | Combinational [W] | Sequential [W] |
|---|---|---|---|
| 6_report | 0.00159 | 0.000548 | 0.00224 |
| 4_1_cts | 0.00163 | 0.000560 | 0.00224 |
| 5_1_grt | 0.00171 | 0.000616 | 0.00228 |
[stage by stage]
stage | util | power, W
final | 0.612 | 0.00437
after global routing | 0.612 | 0.00460
after global placement | 0.570 | 0.00281
after floorplan | - | 0.00257
after detailed placement | 0.570 | 0.00283
after CTS | 0.612 | 0.00443
Power is estimated from default activity; no workload was simulated.
